==> /design/flow/config.mk <==
export PLATFORM = sky130hd
export DESIGN_NAME = scandoubler
export DESIGN_NICKNAME = scandoubler
export VERILOG_FILES = /design/flow/design.v
export SDC_FILE = /design/flow/constraint.sdc
export NUM_CORES = 4
export LEC_CHECK = 1
export CORE_UTILIZATION = 50
export SYNTH_MEMORY_MAX_BITS = 65536
==> /design/flow/constraint.sdc <==
current_design scandoubler

set clk_period 5892.4
set clk_io_pct 0.2

create_clock -name clk0 -period $clk_period [get_ports {clk_sys}]

set non_clock_inputs [all_inputs -no_clocks]
set_input_delay [expr $clk_period * $clk_io_pct] -clock clk0 $non_clock_inputs
set_output_delay [expr $clk_period * $clk_io_pct] -clock clk0 [all_outputs]
==> /design/flow/design.v <==
module scandoubler
(
	input            clk_sys,
	input      [1:0] scanlines,
	input            ce_x1,
	input            ce_x2,
	input            hs_in,
	input            vs_in,
	input      [COLOR_DEPTH-1:0] r_in,
	input      [COLOR_DEPTH-1:0] g_in,
	input      [COLOR_DEPTH-1:0] b_in,
	output reg       hs_out,
	output reg       vs_out,
	output reg [5:0] r_out,
	output reg [5:0] g_out,
	output reg [5:0] b_out
);
parameter HCNT_WIDTH = 9;
parameter COLOR_DEPTH = 6;
reg scanline;
reg [5:0] r;
reg [5:0] g;
reg [5:0] b;
always @(*) begin
	if (COLOR_DEPTH == 6) begin
		b = sd_out[5:0];
		g = sd_out[11:6];
		r = sd_out[17:12];
	end else if (COLOR_DEPTH == 2) begin
		b = {3{sd_out[1:0]}};
		g = {3{sd_out[3:2]}};
		r = {3{sd_out[5:4]}};
	end else if (COLOR_DEPTH == 1) begin
		b = {6{sd_out[0]}};
		g = {6{sd_out[1]}};
		r = {6{sd_out[2]}};
	end else begin
		b = { sd_out[COLOR_DEPTH-1:0], sd_out[COLOR_DEPTH-1 -:(6-COLOR_DEPTH)] };
		g = { sd_out[COLOR_DEPTH*2-1:COLOR_DEPTH], sd_out[COLOR_DEPTH*2-1 -:(6-COLOR_DEPTH)] };
		r = { sd_out[COLOR_DEPTH*3-1:COLOR_DEPTH*2], sd_out[COLOR_DEPTH*3-1 -:(6-COLOR_DEPTH)] };
	end
end
always @(posedge clk_sys) begin
	if(ce_x2) begin
		hs_out <= hs_sd;
		vs_out <= vs_in;
		if(vs_out != vs_in) scanline <= 0;
		if(hs_out && !hs_sd) scanline <= !scanline;
		if(!scanline || !scanlines) begin
			r_out <= r;
			g_out <= g;
			b_out <= b;
		end else begin
			case(scanlines)
				1: begin  
					r_out <= {1'b0, r[5:1]} + {2'b00, r[5:2] };
					g_out <= {1'b0, g[5:1]} + {2'b00, g[5:2] };
					b_out <= {1'b0, b[5:1]} + {2'b00, b[5:2] };
				end
				2: begin  
					r_out <= {1'b0, r[5:1]};
					g_out <= {1'b0, g[5:1]};
					b_out <= {1'b0, b[5:1]};
				end
				3: begin  
					r_out <= {2'b00, r[5:2]};
					g_out <= {2'b00, g[5:2]};
					b_out <= {2'b00, b[5:2]};
				end
			endcase
		end
	end
end
reg [COLOR_DEPTH*3-1:0] sd_out;
(* ramstyle = "no_rw_check" *) reg [COLOR_DEPTH*3-1:0] sd_buffer[2*2**HCNT_WIDTH];
reg        line_toggle;
reg  [HCNT_WIDTH-1:0] hs_max;
reg  [HCNT_WIDTH-1:0] hs_rise;
reg  [HCNT_WIDTH-1:0] hcnt;
always @(posedge clk_sys) begin
	reg hsD, vsD;
	if(ce_x1) begin
		hsD <= hs_in;
		if(hsD && !hs_in) begin
			hs_max <= hcnt;
			hcnt <= 0;
		end else begin
			hcnt <= hcnt + 1'd1;
		end
		if(!hsD && hs_in) hs_rise <= hcnt;
		vsD <= vs_in;
		if(vsD != vs_in) line_toggle <= 0;
		if(hsD && !hs_in) line_toggle <= !line_toggle;
		sd_buffer[{line_toggle, hcnt}] <= {r_in, g_in, b_in};
	end
end
reg  [HCNT_WIDTH-1:0] sd_hcnt;
reg        hs_sd;
always @(posedge clk_sys) begin
	reg hsD;
	if(ce_x2) begin
		hsD <= hs_in;
		sd_hcnt <= sd_hcnt + 1'd1;
		if(hsD && !hs_in)     sd_hcnt <= hs_max;
		if(sd_hcnt == hs_max) sd_hcnt <= 0;
		if(sd_hcnt == hs_max)  hs_sd <= 0;
		if(sd_hcnt == hs_rise) hs_sd <= 1;
		sd_out <= sd_buffer[{~line_toggle, sd_hcnt}];
	end
end
endmodule
==> /design/flow/run.sh <==
#!/bin/bash
# OpenROAD 26Q1-2900-gdf79404cd8, Yosys 0.63+post, stock flow scripts
make -C /OpenROAD-flow-scripts/flow DESIGN_CONFIG=/design/flow/config.mk WORK_HOME=/design/flow/orfs finish
==> impl_metrics.ini <==
; yosys + openroad results
[run_status]
status = finished with violations
violations = max-capacitance violations, max-slew violations

[yosys]
synth_stat.cells = 32240
topCellsByArea = edfxtp_1 (78%), mux4_2 (13%), mux2i_1 (2.5%)
ys_chip_area_mm2 = 0.7126
edf_count = 18510
ff_type = edfxtp_1
syn-cell-area_mm2 = 0.7126
ys_seq_share_pct = 78.01
yosysTopAreaCellShare_pct = 78.01
ys_ff = 18510
synth_cells = 32240
synth_cell_types = 91
yosysWarningCount = 1
avgSynthCellArea_um2 = 22.10
postSynth.asyncResetShare_pct = 0
yosys.area.top_type = edfxtp_1

[clocking]
cts_buffers = 1906
clkLatencyLatePin_ns = 1.39
cts_sinks = 18510
clk_pin_slew_ns = 0.06
cts_setup_buffers = 0
root_buffer = clkbuf_16
hold_buffers = 0
cts_tree = built
cts_buffer_depth = 6
post_cts_resized = 0
cts-htree-levels = 7

[global_route]
grt_pass1_vias = 396900
use_met3_pct = 40.60
grt_pass1_wl_um = 3407000
met2_usage_pct = 50.78
grt_use_met1_pct = 41.29
grt_max_degree = 101
track_usage_pct = 40.62
gr-total-overflow = 0
top_usage_layer = met2
antenna_found_initial = 326

[detailed_routing]
wl_per_cell_um = 45.35
dr_total_vias = 367200
viasPerCell = 6.530
drc = 0
wl_um = 2550000
antenna_left = 0
drtPass1Iterations = 9
drtIter0Drc = 29920

[sta]
finalCritPeriodShare_pct = 20.07
period_needed_ns = 1182.69
final.setup.worst_slack_ns = 4709.71
tns_ns = 0
setup_viol_count_final = 0
slew_headroom_pct = -2.929
slew_viol_final = 2
worst_slew_pin_slew_ns = 1.528
rsz0062_at_grt = no
skew_ns = 0.09100
fmax_ghz = 0.0008455
hold_viol = 0

[power_and_ir_drop]
p_leak_uw = 0.2568
power.density_mw_per_mm2 = 0.3630
peakVddDrop_uv = 0.3220

[run]
openroad.warnings = 42
max_cap_viol_count = 1

[setup_path]
worstSetupPathType = primary input to flip-flop
crit_fanout = 48
critPathRequiredTime_ns = 5893.44
crit_path_end_kind = flip-flop
critPathLaunchType = primary input
rrSetupSlack_ns = 5881.72
cp.arrival_ns = 1183.73

[place]
place_area_mm2 = 0.7514
gp_congestion = 1.008
pre_cts_slack_ns = 4708.59
dpl.hpwl_um = 1684000
numPortBuffers = 44

[floorplan]
num_io_pins = 45
die_h_um = 1196
dieArea_mm2 = 1.430
coreArea_mm2 = 1.422
floorplan.rows = 438
fp_util_pct = 50.13
die_x_um = 1196

[layout]
stdcell_area_mm2 = 0.8132
drive_above_1_share_pct = 30.10
syn2layout_area_growth_pct = 14.12

[min_path]
hp-class = flip-flop to flip-flop
==> final cells by class <==
| type | instances | area (um2) |
|---|---|---|
| Clock inverter | 1102 | 10300 |
| Clock buffer | 2288 | 49600 |
| Antenna cell | 746 | 1867 |
| Fill cell | 100800 | 608400 |
| Multi-Input combinational cell | 11690 | 148700 |
| Inverter | 35 | 176.4 |
| Timing Repair Buffer | 2937 | 22960 |
| Sequential cell | 18510 | 555900 |
| Tap cell | 18920 | 23670 |
==> metal layers <==
metal,up-vias,wire (um)
met5,-,26820
met4,506,187100
met3,6078,599500
met2,32530,1093000
met1,184500,643800
li1,143600,-
==> layout by cell type (no fill, tap or decap), types with 28 or more instances in the layout <==
| cell type | count |
|---|---|
| nor2b_1 | 39 |
| a22o_1 | 88 |
| nand2_2 | 50 |
| nor3_2 | 28 |
| diode_2 | 746 |
| nand3_1 | 174 |
| edfxtp_1 | 18510 |
| buf_4 | 2834 |
| clkinv_1 | 427 |
| nand2_4 | 29 |
| o221ai_1 | 222 |
| mux4_2 | 4077 |
| nand2_1 | 497 |
| a31oi_1 | 87 |
| o21ai_1 | 36 |
| o211ai_1 | 53 |
| clkbuf_16 | 1928 |
| nand4_1 | 48 |
| clkbuf_1 | 360 |
| nor3_1 | 106 |
| a221oi_1 | 359 |
| mux2i_1 | 1752 |
| nor2_2 | 1000 |
| bufinv_16 | 192 |
| nor2_4 | 33 |
| mux2_2 | 65 |
| nor2_1 | 245 |
| buf_12 | 58 |
| a32oi_1 | 31 |
| o21ai_0 | 405 |
| o22ai_1 | 311 |
| a22oi_1 | 571 |
| clkinv_2 | 350 |
| clkinvlp_4 | 72 |
| a21oi_1 | 626 |
| a211oi_1 | 135 |
==> flip-flops by register name, indices dropped and copies added (netlist names), named ones only <==
register / flops
hs_rise: 9
hs_max: 9
scanline: 1
sd_buffer: 18432
line_toggle: 1
b_out: 6
hs_out: 1
r_out: 6
hcnt: 9
g_out: 6
vs_out: 1
hs_sd: 1
sd_hcnt: 9
sd_out: 18
==> worst max-delay path, cell delays in order <==
cell and delay (ns):
buf_8 0.42, buf_4 0.51, buf_4 0.58, buf_4 0.51
buf_4 0.56, buf_4 0.64, buf_4 0.53, buf_4 0.53
buf_4 0.54
==> through the flow <==
stage          hold WS [ns]  cells  power (uW)  util [%]
6_report             0.5441  56230       295.2     57.20
3_5_place_dp         0.5294  52100       178.9     52.86
4_1_cts              0.5460  55490       294.4     57.07
2_1_floorplan        0.4168  32240       161.4         -
3_3_place_gp         0.5672  52100       178.8     52.86
5_1_grt              0.5821  55870       300.7     57.14
==> report_power, final <==
| part | switching (uW) | internal [uW] |
|---|---|---|
| Combinational | 23.5 | 8.83 |
| Clock | 49.7 | 67.8 |
| Sequential | 0.0779 | 145 |
| Total | 73.2 | 222 |
==> cell usage after synthesis (36+ instances only) <==
master	instances
nor2b_1	58
mux4_2	4077
nand2_1	576
clkbuf_1	651
o221ai_1	224
nand3_1	181
o22ai_1	311
o21ai_0	420
o211ai_1	53
buf_8	78
a21oi_1	629
a2111oi_0	36
nor2_1	1278
buf_1	143
mux2i_1	1752
buf_2	636
buf_6	226
a22o_1	88
edfxtp_1	18510
a31oi_1	91
buf_12	36
mux2_2	65
a22oi_1	571
a221oi_1	363
a211oi_1	158
buf_4	229
nand4_1	48
nor3_1	135
==> worst paths after layout <==
kind	endpoint	startpoint	cells past startpoint
setup / recovery	sd_buffer[264][4]$_DFFE_PP_	b_in[4]	9
hold / removal	r_out[0]$_DFFE_PP_	sd_out[12]$_DFFE_PP_	2
setup reg to reg	sd_out[5]$_DFFE_PP_	sd_hcnt[1]$_SDFFCE_PP0P_	19
hold reg to reg	r_out[0]$_DFFE_PP_	sd_out[12]$_DFFE_PP_	2
==> logic make-up (layout without fill, tap and decap cells) <==
kind of cell             Yosys count  in the layout  share of synthesized area (%)
adder cells (fa/ha/maj)           26             26                        0.04881
flip-flops                     18510          18510                          78.01
buffers and inverters           2034           6362                          1.747
other                              0            746                              0
AND-OR/OR-AND                   3266           3266                          3.184
XOR/XNOR                          39             39                        0.04793
multiplexers                    5908           5908                          15.50
AND/OR/NAND/NOR                 2453           2453                          1.463
Power and IR drop assume default switching activity.
