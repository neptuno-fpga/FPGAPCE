### ./config.mk
export PLATFORM = sky130hd
export DESIGN_NAME = sd_card
export DESIGN_NICKNAME = sd_card
export VERILOG_FILES = /design/flow/design.v
export SDC_FILE = /design/flow/constraint.sdc
export NUM_CORES = 4
export LEC_CHECK = 1
export CORE_UTILIZATION = 50
### ./constraint.sdc
current_design sd_card

set clk_period 73.3
set clk_io_pct 0.2

create_clock -name clk0 -period $clk_period [get_ports {clk_sys}]

set non_clock_inputs [all_inputs -no_clocks]
set_input_delay [expr $clk_period * $clk_io_pct] -clock clk0 $non_clock_inputs
set_output_delay [expr $clk_period * $clk_io_pct] -clock clk0 [all_outputs]
### ./run.sh
#!/bin/bash
# OpenROAD 26Q1-2900-gdf79404cd8, Yosys 0.63+post, stock flow scripts
make -C /OpenROAD-flow-scripts/flow DESIGN_CONFIG=/design/flow/config.mk WORK_HOME=/design/flow/orfs finish
### ./design.v
module sd_card (
    input         clk_sys,
    output reg[31:0] sd_lba,
    output reg    sd_rd,
    output reg    sd_wr,
    input         sd_ack,
    input         sd_ack_conf,
    output        sd_conf,
    output        sd_sdhc,
    input         img_mounted,
    input  [31:0] img_size,
    output reg    sd_busy = 0,
    input   [7:0] sd_buff_dout,
    input         sd_buff_wr,
    output  [7:0] sd_buff_din,
    input   [8:0] sd_buff_addr,
    input         allow_sdhc,
    input         sd_cs,
    input         sd_sck,
    input         sd_sdi,
    output reg    sd_sdo
);
wire [31:0] OCR = { 1'b1, sd_sdhc, 6'h0, 9'h1f, 15'h0 };   
wire [7:0] READ_DATA_TOKEN = 8'hfe;
localparam NCR=4;
localparam RD_STATE_IDLE       = 2'd0;
localparam RD_STATE_WAIT_IO    = 2'd1;
localparam RD_STATE_SEND_TOKEN = 2'd2;
localparam RD_STATE_SEND_DATA  = 2'd3;
reg [1:0] read_state = RD_STATE_IDLE;
localparam WR_STATE_IDLE       = 3'd0;
localparam WR_STATE_EXP_DTOKEN = 3'd1;
localparam WR_STATE_RECV_DATA  = 3'd2;
localparam WR_STATE_RECV_CRC0  = 3'd3;
localparam WR_STATE_RECV_CRC1  = 3'd4;
localparam WR_STATE_SEND_DRESP = 3'd5;
localparam WR_STATE_BUSY       = 3'd6;
reg [2:0] write_state = WR_STATE_IDLE;
reg card_is_reset = 1'b0;     
reg [6:0] sbuf;
reg cmd55;
reg terminate_cmd = 1'b0;
reg [7:0] cmd = 8'h00;
reg [2:0] bit_cnt = 3'd0;     
reg [3:0] byte_cnt= 4'd15;    
reg [39:0] args;
reg [7:0] reply;
reg [7:0] reply0, reply1, reply2, reply3;
reg [3:0] reply_len;
reg  [8:0] buffer_ptr;
wire [7:0] buffer_dout;
reg  [7:0] buffer_din;
reg        buffer_write_strobe;
sd_card_dpram #(8, 9) buffer_dpram
(
    .clock_a      (clk_sys),
    .address_a    (sd_buff_addr),
    .data_a       (sd_buff_dout),
    .wren_a       (sd_buff_wr & sd_ack),
    .q_a          (sd_buff_din),
    .clock_b      (clk_sys),
    .address_b    (buffer_ptr),
    .data_b       (buffer_din),
    .wren_b       (buffer_write_strobe),
    .q_b          (buffer_dout)
);
wire [7:0] WRITE_DATA_RESPONSE = 8'h05;
reg  [7:0] conf;
assign     sd_conf = sd_configuring;
reg        sd_configuring = 1;
reg  [4:0] conf_buff_ptr;
reg  [7:0] conf_byte;
reg[255:0] csdcid;
wire sd_has_sdhc = conf[0];
assign sd_sdhc = allow_sdhc && sd_has_sdhc;
always @(posedge clk_sys) begin
    reg old_mounted;
    if (sd_buff_wr & sd_ack_conf) begin
        if (sd_buff_addr == 32) begin
            conf <= sd_buff_dout;
            sd_configuring <= 0;
        end
        else csdcid[(31-sd_buff_addr) << 3 +:8] <= sd_buff_dout;
    end
    conf_byte <= csdcid[(31-conf_buff_ptr) << 3 +:8];
    old_mounted <= img_mounted;
    if (~old_mounted & img_mounted) begin
        if (sd_sdhc)
            csdcid[69:48] <= {9'd0, img_size[31:19] };
        else begin
            csdcid[49:47] <= 3'd7;  
            csdcid[73:62] <= img_size[29:18];  
        end
    end
end
always@(posedge clk_sys) begin
    reg       old_sd_sck;
    reg [5:0] ack;
    ack <= {ack[4:0], sd_ack};
    if(ack[5:4] == 'b01) { sd_rd, sd_wr } <= 2'b00;
    if(ack[5:4] == 'b10) sd_busy <= 0;
    buffer_write_strobe <= 0;
    if (buffer_write_strobe) buffer_ptr <= buffer_ptr + 1'd1;
    old_sd_sck <= sd_sck;
    if(sd_cs == 0 && old_sd_sck && ~sd_sck) begin
        sd_sdo <= 1'b1;     
        if(byte_cnt == 5+NCR) begin
            sd_sdo <= reply[~bit_cnt];
            if(bit_cnt == 7) begin
                if((cmd == 8'h49)||(cmd == 8'h4a))
                    read_state <= RD_STATE_SEND_TOKEN;       
                if((cmd == 8'h51 || cmd == 8'h52) && !terminate_cmd) begin
                    sd_lba <= sd_sdhc?args[39:8]:{9'd0, args[39:17]};
                    read_state <= RD_STATE_WAIT_IO;          
                    sd_rd <= 1;                       
                    sd_busy <= 1;
                end
            end
        end
        else if((reply_len > 0) && (byte_cnt == 5+NCR+1))
            sd_sdo <= reply0[~bit_cnt];
        else if((reply_len > 1) && (byte_cnt == 5+NCR+2))
            sd_sdo <= reply1[~bit_cnt];
        else if((reply_len > 2) && (byte_cnt == 5+NCR+3))
            sd_sdo <= reply2[~bit_cnt];
        else if((reply_len > 3) && (byte_cnt == 5+NCR+4))
            sd_sdo <= reply3[~bit_cnt];
        case(read_state)
        RD_STATE_IDLE: ;
        RD_STATE_WAIT_IO: begin
            buffer_ptr <= 0;
            if(~sd_busy) begin
                if (terminate_cmd) begin
                    cmd <= 0;
                    read_state <= RD_STATE_IDLE;
                end else if (bit_cnt == 7)
                    read_state <= RD_STATE_SEND_TOKEN;
            end
        end
        RD_STATE_SEND_TOKEN: begin
            sd_sdo <= READ_DATA_TOKEN[~bit_cnt];
            if(bit_cnt == 7) begin
                read_state <= RD_STATE_SEND_DATA;    
                conf_buff_ptr <= (cmd == 8'h4a) ? 5'h0 : 5'h10;
            end
        end
        RD_STATE_SEND_DATA: begin
            if(cmd == 8'h51 || cmd == 8'h52)         
                sd_sdo <= buffer_dout[~bit_cnt];
            else if(cmd == 8'h49 || cmd == 8'h4a)    
                sd_sdo <= conf_byte[~bit_cnt];
            if(bit_cnt == 7) begin
                if((cmd == 8'h51) && &buffer_ptr)
                    read_state <= RD_STATE_IDLE;    
                if((cmd == 8'h52) && &buffer_ptr) begin
                    if (terminate_cmd) begin
                        read_state <= RD_STATE_IDLE;
                        cmd <= 0;
					end else begin
                        sd_lba <= sd_lba + 1'd1;
                        sd_rd <= 1;
                        sd_busy <= 1;
                        read_state <= RD_STATE_WAIT_IO;
                    end
                end
                if(((cmd == 8'h49)||(cmd == 8'h4a)) && conf_buff_ptr[3:0] == 4'h0f)  
                    read_state <= RD_STATE_IDLE;    
                buffer_ptr <= buffer_ptr + 1'd1;
                conf_buff_ptr<= conf_buff_ptr+ 1'd1;
            end
        end
        endcase
        if(write_state == WR_STATE_SEND_DRESP) 
            sd_sdo <= WRITE_DATA_RESPONSE[~bit_cnt];
        if(write_state == WR_STATE_BUSY) 
            sd_sdo <= 1'b0;
    end
    if(sd_cs == 1) begin
        bit_cnt <= 3'd0;
        terminate_cmd <= 0;
        cmd <= 0;
        read_state <= RD_STATE_IDLE;
    end else if (~old_sd_sck & sd_sck) begin
        bit_cnt <= bit_cnt + 3'd1;
        if(bit_cnt != 7)
            sbuf[6:0] <= { sbuf[5:0], sd_sdi };
        else begin
            if(byte_cnt != 15)
                byte_cnt <= byte_cnt + 4'd1;
            if((byte_cnt > 5) && 
               (write_state == WR_STATE_IDLE) && 
               (read_state == RD_STATE_IDLE || (read_state != RD_STATE_IDLE && { sbuf, sd_sdi} == 8'h4c)) &&
               sbuf[6:5] == 2'b01)
            begin
                byte_cnt <= 4'd0;
                terminate_cmd <= 0;
                if ({ sbuf, sd_sdi } == 8'h4c) begin
                    terminate_cmd <= 1;
                end else
                    cmd <= { sbuf, sd_sdi};
                cmd55 <= (cmd == 8'h77);
            end
            if(byte_cnt == 0) args[39:32] <= { sbuf, sd_sdi};
            if(byte_cnt == 1) args[31:24] <= { sbuf, sd_sdi};
            if(byte_cnt == 2) args[23:16] <= { sbuf, sd_sdi};
            if(byte_cnt == 3) args[15:8]  <= { sbuf, sd_sdi};
            if(byte_cnt == 4) args[7:0]   <= { sbuf, sd_sdi};
            if(byte_cnt == 5) begin
                reply <= 8'h04;      
                reply_len <= 4'd0;   
                if(cmd == 8'h40) begin
                    card_is_reset <= 1'b1;
                    reply <= 8'h01;     
                end
                else if(card_is_reset) begin
                    if (terminate_cmd)
                        reply <= 8'h00;     
                    else case(cmd)
                    8'h41: reply <= 8'h00;     
                    8'h48: begin
                        reply <= 8'h01;     
                        reply0 <= 8'h00;
                        reply1 <= 8'h00;
                        reply2 <= { 4'b0, args[19:16] };
                        reply3 <= args[15:8];
                        reply_len <= 4'd4;
                    end
                    8'h49: reply <= 8'h00;     
                    8'h4a: reply <= 8'h00;     
                    8'h50:
                        if(args[39:8] == 32'd512)
                            reply <= 8'h00;     
                        else
                            reply <= 8'h40;     
                    8'h51: reply <= 8'h00;     
                    8'h52: reply <= 8'h00;     
                    8'h58: begin
                        reply <= 8'h00;     
                        sd_lba <= sd_sdhc?args[39:8]:{9'd0, args[39:17]};
                        write_state <= WR_STATE_EXP_DTOKEN;   
                    end
                    8'h69: if(cmd55) begin
                        reply <= 8'h00;     
                    end
                    8'h77: reply <= 8'h01;     
                    8'h7a: begin
                        reply <= 8'h00;     
                        reply0 <= OCR[31:24];    
                        reply1 <= OCR[23:16];
                        reply2 <= OCR[15:8];
                        reply3 <= OCR[7:0];
                        reply_len <= 4'd4;
                    end
                    endcase
                end
            end
            case(write_state)
            WR_STATE_IDLE: ;
            WR_STATE_EXP_DTOKEN:
            if({ sbuf, sd_sdi} == 8'hfe ) begin
                write_state <= WR_STATE_RECV_DATA;
                buffer_ptr <= 9'd0;
            end
            WR_STATE_RECV_DATA: begin
                buffer_write_strobe <= 1'b1;
                buffer_din <= { sbuf, sd_sdi };
                if(&buffer_ptr)
                    write_state <= WR_STATE_RECV_CRC0;
            end
            WR_STATE_RECV_CRC0:
                write_state <= WR_STATE_RECV_CRC1;
            WR_STATE_RECV_CRC1:
                write_state <= WR_STATE_SEND_DRESP;
            WR_STATE_SEND_DRESP: begin
                write_state <= WR_STATE_BUSY;
                sd_wr <= 1;                
                sd_busy <= 1;
            end
            WR_STATE_BUSY:
            if(~sd_busy)
                write_state <= WR_STATE_IDLE;
            default: ;
            endcase
        end
    end
end
endmodule
module sd_card_dpram #(parameter DATAWIDTH=8, ADDRWIDTH=9)
(
    input                   clock_a,
    input   [ADDRWIDTH-1:0] address_a,
    input   [DATAWIDTH-1:0] data_a,
    input                   wren_a,
    output reg [DATAWIDTH-1:0] q_a,
    input                   clock_b,
    input   [ADDRWIDTH-1:0] address_b,
    input   [DATAWIDTH-1:0] data_b,
    input                   wren_b,
    output reg [DATAWIDTH-1:0] q_b
);
reg [DATAWIDTH-1:0] ram[0:(1<<ADDRWIDTH)-1];
always @(posedge clock_a) begin
    q_a <= ram[address_a];
    if(wren_a) begin
        q_a <= data_a;
        ram[address_a] <= data_a;
    end
end
always @(posedge clock_b) begin
    q_b <= ram[address_b];
    if(wren_b) begin
        q_b <= data_b;
        ram[address_b] <= data_b;
    end
end
endmodule
==> flow_metrics.py <==
# Physical implementation metrics
metrics = {
    "placed_design": {
        "dp.cells": 22900,
        "dp_slack_ns": 42.43,
        "place_congestion": 1.06,
        "port-buffer-count": 85,
        "place_hpwl_um": 725000,
    },
    "critical_path": {
        "crit_chain": "clkdlybuf4s50_1 > nand2_1 > clkinv_1 > clkdlybuf4s50_1",
        "crit_type": "input port to output pin",
        "cp-start-kind": "input port",
        "cp_data_required_time_ns": 58.64,
        "slowest_delay_ns": 0.46,
        "crit_arrival_ns": 16.20,
        "path_common_cell": "clkdlybuf4s50_1",
        "reg2reg_slack_ns": 65.16,
        "critPathTopFamily": "buffers and inverters",
        "cp-end-kind": "output pin",
        "cp_num_buf_inv": 3,
        "crit_path_max_fanout": 13,
        "critical-path-slowest-cell": "nand2_1",
    },
    "power": {
        "power.density_nw_per_um2": 21.5,
        "power_leakage_nw": 95.0,
        "p_sw_w": 0.00168,
        "combinationalPowerShare_pct": 13.7,
        "swShare_pct": 26.5,
        "power_frac_seq_pct": 44.5,
        "vdd_drop_max_mv": 0.0206,
        "clkPwrFrac_pct": 41.8,
        "p_int_w": 0.00466,
    },
    "clock_tree": {
        "clockBufferDepth": 4,
        "clk_latency_ns": 1.16,
        "post_cts_buffers": 0,
        "clk_pin_slew_ns": 0.06,
        "cts_hold_buf": 0,
        "cts_root_buf": "clkbuf_16",
        "cts_sinks": 4525,
        "cts_max_level": 6,
        "cts_buffers": 535,
        "cts_tree": "done",
        "cts-resized-gates": 0,
    },
    "logic_synthesis": {
        "ys_seq_share_pct": 50.7,
        "ys_top_cells_by_area": "edfxtp_1 (50%), mux4_2 (21%), mux2_2 (18%)",
        "synth_warnings": 2,
        "top_area_cell": "edfxtp_1",
        "avgSynthCellArea_um2": 16.1,
        "async_reset_ff_share_pct": 0,
        "ys_area_um2": 266000,
        "synth_top_area_share_pct": 49.9,
        "synthCells": 16500,
        "ys_cells": 16500,
        "syn_area_um2": 266000,
        "synth_flops": 4525,
        "synth_cell_types": 87,
        "edf_count": 4416,
        "ff_type": "edfxtp_1",
    },
    "grt": {
        "grt_max_degree": 109,
        "antenna_found_initial": 149,
        "grt_pass1_vias": 183000,
        "track_usage_pct": 44.9,
        "gr-total-overflow": 0,
        "grt_pass1_wl_um": 1490000,
    },
    "final_timing": {
        "fin_ws_ns": 42.44,
        "period_needed_ns": 30.86,
        "rsz0062_at_grt": "no",
        "finalClockPeriodUsage_pct": 42.1,
        "fmax_mhz": 32.4,
        "finalSetupTns_ns": 0,
        "setup_viol": 0,
        "hold_viol_final": 0,
        "tightest_slew_ns": 1.48,
        "fin_skew_ns": 0.0582,
        "max-slew-margin-rel_pct": -1.18,
        "final_max_slew_viol_count": 1,
    },
    "floorplan": {
        "fp_util_pct": 50.2,
        "die-area_um2": 534000,
        "die_height_um": 731,
        "core_region_area_um2": 529000,
        "fp-row-count": 267,
        "die_w_um": 731,
        "ios": 104,
    },
    "hold_path": {
        "hold_class": "register to register",
    },
    "drt": {
        "wire_per_inst_um": 45.0,
        "drtAntennaViolNets": 0,
        "first_pass_iters": 9,
        "route.detailed.drc": 0,
        "post_drt_via_cell_ratio": 7.18,
        "via_count": 173000,
        "drt_iter0_drc": 13900,
        "drt_wl_total_um": 1080000,
    },
    "layout": {
        "most-common-layout-cells": "edfxtp_1 (4,416), mux2_2 (4,332), mux4_2 (2,448)",
        "post-route-util_pct": 55.8,
        "lay_top_count": "edfxtp_1",
        "instances_no_fill": 24100,
        "syn_to_final_growth_pct": 11.1,
        "drive_gt1_share_pct": 53.1,
    },
    "status": {
        "violations": "capacitance limit, slew limit",
        "status": "finished with violations",
    },
    "flow_run": {
        "cap_violations": 1,
        "warnings": 76,
    },
}
## metrics by stage
step	cell area (um2)	hold WS, ns	power [W]
detailed placement	278000	0.313	0.00372
CTS	295000	0.327	0.00634
global route	295000	0.342	0.00647
global placement	278000	0.318	0.00371
floorplan	266000	0.310	0.00339
finish	295000	0.326	0.00634
## layout make-up
type / instances / area, um2
multi-input combinational: 9977 / 123000
fill: 40000 / 234000
clock inverter: 288 / 3040
antenna: 273 / 683
inverter: 40 / 161
sequential: 4525 / 135000
timing repair buffer: 1326 / 10500
clock buffer: 668 / 14100
tap: 6994 / 8750
## power groups by stage
stage | sequential (W) | combinational [W] | clock, W
after CTS | 0.00282 | 0.000844 | 0.00268
after global routing | 0.00282 | 0.000886 | 0.00276
final | 0.00282 | 0.000869 | 0.00265
## flip-flops by register name, summed over array words and instances (netlist names), 4 cells and up, named ones only
register and flops:
buffer_din 8, reply2 4, args 32, conf_buff_ptr 5, buffer_dpram.q_a 8, buffer_dpram.q_b 8, buffer_ptr 9, byte_cnt 4
cmd 8, sbuf 7, csdcid 256, conf_byte 8, buffer_dpram.ram 4096, reply3 8, sd_lba 32
## path summary, 6_finish.rpt
path | end | start | cells past startpoint
max reg2reg | buffer_dpram.q_b[7] | buffer_ptr[0] | 15
min reg2reg | register | register | 0
max | sd_sdhc | allow_sdhc | 4
min | register | register | 0
## synth_stat cells, types with 9 or more instances
| cell | instances |
|---|---|
| nor2_1 | 189 |
| buf_6 | 26 |
| o2111ai_1 | 13 |
| buf_1 | 99 |
| a221oi_1 | 33 |
| mux2_2 | 4332 |
| o221ai_1 | 10 |
| a32oi_1 | 23 |
| nor2b_1 | 49 |
| mux2i_1 | 338 |
| nand4_1 | 50 |
| o211ai_1 | 15 |
| o31ai_1 | 9 |
| a21oi_1 | 144 |
| a211oi_1 | 30 |
| dfxtp_1 | 109 |
| mux4_2 | 2448 |
| nor4_1 | 40 |
| a22oi_1 | 159 |
| buf_2 | 218 |
| a31oi_1 | 44 |
| nand2b_1 | 27 |
| a22o_1 | 33 |
| and2_1 | 30 |
| nand3_4 | 10 |
| o32ai_1 | 17 |
| nand3_1 | 125 |
| a2111oi_0 | 9 |
| ha_1 | 25 |
| buf_4 | 126 |
| o22ai_1 | 43 |
| o21ai_0 | 618 |
| or3_1 | 12 |
| or2_2 | 11 |
| inv_1 | 37 |
| nand2_1 | 825 |
| clkbuf_1 | 1449 |
| nor3_1 | 86 |
| and3_1 | 38 |
| edfxtp_1 | 4416 |
## metal layers
metal  GRT usage [%]  vias up  wire length [um]
met5            9.97        -              6190
met4            25.1      194             78600
met3            36.1     2862            207000
met2            58.5    13300            465000
met1            52.5    88700            328000
li1                -    68000                 -
## kinds of logic (layout without fill, tap and decap cells)
kind of cell,Yosys count,count (layout),share of synthesized area (%)
flops,4525,4525,50.7
xor+xnor,13,13,0.0428
mux,7127,7127,40.4
compound gates,1267,1267,2.92
buf+inv,1958,2322,3.12
other cells,2,275,0.00283
simple gates,1543,1543,2.67
fa+ha+maj,25,25,0.118
No activity file was given, so power comes from the tool's default toggle rates.
